==> flow/design.v <==
localparam bit unsigned [31:0] Mol = 32'h0000002a;
typedef struct packed {
    logic [6:0] some_field;
} my_struct_t;
typedef struct packed {
    logic [15:0] second;
    logic [7:0] first;
} reversed_struct_t;
module foo_cycle0(
  input wire [31:0] x,
  output wire [31:0] out
);
  wire [31:0] literal_5;
  wire [31:0] add_6;
  assign literal_5 = 32'h0000_0001;
  assign add_6 = x + literal_5;
  assign out = add_6;
endmodule
module foo_cycle1(
  input wire [31:0] x,
  output wire [31:0] out
);
  wire [31:0] literal_8;
  wire [31:0] add_9;
  assign literal_8 = 32'h0000_0001;
  assign add_9 = x + literal_8;
  assign out = add_9;
endmodule
module foo(
  input wire clk,
  input wire [31:0] x,
  output wire [31:0] out
);
  reg [31:0] p0_x;
  always @ (posedge clk) begin
    p0_x <= x;
  end
  wire [31:0] stage_0_out_comb;
  foo_cycle0 stage_0 (
    .x(p0_x),
    .out(stage_0_out_comb)
  );
  reg [31:0] p1_x;
  always @ (posedge clk) begin
    p1_x <= stage_0_out_comb;
  end
  wire [31:0] stage_1_out_comb;
  foo_cycle1 stage_1 (
    .x(p1_x),
    .out(stage_1_out_comb)
  );
  reg [31:0] p2_out;
  always @ (posedge clk) begin
    p2_out <= stage_1_out_comb;
  end
  assign out = p2_out;
endmodule
==> flow/run.sh <==
#!/bin/bash
# OpenROAD 26Q1-2900-gdf79404cd8, Yosys 0.63+post, stock flow scripts
make -C /OpenROAD-flow-scripts/flow DESIGN_CONFIG=/design/flow/config.mk WORK_HOME=/design/flow/orfs finish
==> flow/config.mk <==
export PLATFORM = sky130hd
export DESIGN_NAME = foo
export DESIGN_NICKNAME = foo
export VERILOG_FILES = /design/flow/design.v
export SDC_FILE = /design/flow/constraint.sdc
export NUM_CORES = 4
export LEC_CHECK = 1
export CORE_UTILIZATION = 30
==> flow/constraint.sdc <==
current_design foo

set clk_period 4.6
set clk_io_pct 0.2

create_clock -name clk0 -period $clk_period [get_ports {clk}]

set non_clock_inputs [all_inputs -no_clocks]
set_input_delay [expr $clk_period * $clk_io_pct] -clock clk0 $non_clock_inputs
set_output_delay [expr $clk_period * $clk_io_pct] -clock clk0 [all_outputs]
==> flow_metrics.tcl <==
# metrics dict for downstream scripts
set metrics [dict create \
    cts_buffer_depth 2 \
    clock_skew_ns 0.00712 \
    synth-main-ff-cell "dfxtp_1" \
    dieArea_sq_mm 0.0114 \
    crit_buf_inv 1 \
    crit_path_max_incr_delay_ns 0.46 \
    place.gp.congestion 0.794 \
    ir_drop_v 0.000192 \
    switching_share_pct 22.1 \
    crit_slowest_cell "clkdlybuf4s50_1" \
    cts_buffers 9 \
    clkPwrFrac_pct 34.5 \
    chipHeight_microns 107 \
    cts_resized 0 \
    seq_area_sq_mm 0.00192 \
    p_total_mw 1.56 \
    postSynthSeqShare_pct 58.6 \
    synth_area_sq_mm 0.00328 \
    antenna_found_initial 0 \
    p_int_mw 1.22 \
    ys.flops 96 \
    dr.pass1.iters 4 \
    ys_cells 276 \
    h-tree-depth 3 \
    logic_area_sq_mm 0.00129 \
    clk_root_buffer_cell "clkbuf_8" \
    finalHoldViolations 0 \
    cp_data_required_time_ns 3.68 \
    io_pins 65 \
    p_comb_share_pct 6.6 \
    p_per_area_mw_per_mm2 367 \
    post_cts_buffers 0 \
    finalInstanceArea_sq_mm 0.00426 \
    synth-edff-count 0 \
    fin_util_pct 40.7 \
    grt_pass1_wl_microns 8950 \
    routedWlPerCell_microns 10.7 \
    cp-start-kind "register" \
    crit_type "reg2out" \
    ys_async_sr_fraction_pct 0 \
    critical-path-top-delay-family "buffers and inverters" \
    rsz0062_at_grt "false" \
    die_x_microns 107 \
    synth_top_area_share_pct 58.6 \
    grt_start_max_net_pins 18 \
    final_layout_size_suffix_gt1_share_pct 9.92 \
    diodes 0 \
    maxCapViolCount 0 \
    yosysChipArea_sq_mm 0.00328 \
    grt_pass1_vias 1945 \
    viasPerCell 4.19 \
    finalCritPeriodShare_pct 44.5 \
    p_sw_mw 0.345 \
    clock_latency_ns 0.35 \
    wirelength_microns 5230 \
    core_sq_mm 0.0105 \
    rows 37 \
    nFillCells 998 \
    maxSlewViolCount 0 \
    cts_tree "built" \
    track_usage_pct 9.93 \
    yosys_warnings 1 \
    clk_pin_slew_worst_paths_ns 0.09 \
    hp-class "reg2reg" \
    crit_path_cell_trace "clkdlybuf4s50_1" \
    status "complete, no violations" \
    p_seq_share_pct 58.8 \
    top_area_cell "dfxtp_1" \
    power_leakage_nw 1.66 \
    portBuffers 64 \
    warnings 25 \
    hpwl_microns 4050 \
    relSlewSlack_pct 64.0 \
    worst_ep_arrival_time_ns 1.13 \
    clkSinkCount 96 \
    vias 2050 \
    finalCriticalPeriod_ns 2.05 \
    topCellsByArea "dfxtp_1 59%, xnor2_1 8.3%, xor2_1 7.7%" \
    postCtsHoldBufs 0 \
    initial_core_util_pct 31.3 \
    ant_nets 0 \
    gr-total-overflow 0 \
    synth_area_per_cell_sq_um 11.9 \
    placed_cell_area_sq_mm 0.00406 \
    yosysUniqueCellTypes 25 \
    area_growth_pct 29.8 \
    worstMarginPinSlew_ns 0.537 \
    post-route-drc-count 0 \
    setup-tns-final_ns 0 \
    crit_path_max_fanout 1 \
    synthCells 276 \
    setup_viol 0 \
    end_kind "output pin" \
    drtIter0Drc 57 \
    clock.fmax_ghz 0.489 \
]
-- sequential cells by signal (all words and copies together), names as in the netlist --
| signal | cells |
|---|---|
| p0_x | 32 |
| p1_x | 32 |
| p2_out | 32 |
-- cell usage after synthesis (4+ instances only) --
cell,instances
nand3_1,22
nand4_1,11
inv_1,9
nand2_1,15
dfxtp_1,96
nor2_1,12
nor3_1,7
xnor2_1,31
and3_1,8
nor4_1,6
xor2_1,29
and4_1,4
-- path summary, 6_finish.rpt --
| kind | start | slack (ns) | cells past startpoint | end |
|---|---|---|---|---|
| worst max-delay path | p2_out[13]$_DFF_P_ | 2.55 | 1 | out[13] |
| worst min-delay path | p1_x[31]$_DFF_P_ | 0.43 | 1 | p2_out[31]$_DFF_P_ |
| worst max register to register | p0_x[0]$_DFF_P_ | 2.90 | 5 | p1_x[14]$_DFF_P_ |
| worst min register to register | p1_x[31]$_DFF_P_ | 0.43 | 1 | p2_out[31]$_DFF_P_ |
-- power groups by stage --
| stage | Clock, mW | Sequential (mW) | Combinational [mW] |
|---|---|---|---|
| 6_report | 0.540 | 0.920 | 0.104 |
| 5_1_grt | 0.603 | 0.927 | 0.115 |
| 4_1_cts | 0.561 | 0.921 | 0.106 |
-- layout make-up --
| cell class | count | area share [%] |
|---|---|---|
| Sequential cell | 96 | 45.1 |
| Multi-Input combinational cell | 168 | 30.3 |
| Timing Repair Buffer | 64 | 15.0 |
| Tap cell | 136 | 4.00 |
| Clock buffer | 10 | 3.00 |
| Clock inverter | 6 | 1.73 |
| Inverter | 9 | 0.793 |
-- placed cells by master (no fill, tap or decap), types with 3 or more instances in the layout --
master	count
and3_1	8
and4_1	4
clkbuf_8	9
clkdlybuf4s50_1	64
dfxtp_1	96
inv_1	9
inv_6	3
nand2_1	15
nand3_1	22
nand3_4	3
nand4_1	11
nor2_1	12
nor3_1	7
nor3_2	3
nor4_1	6
nor4_2	3
nor4_4	3
xnor2_1	31
xor2_1	29
-- layer usage --
metal / routed length (microns) / global-route usage, % / up-vias / part of all wire (%)
li1: - / - / 1091 / -
met1: 2650 / 15.1 / 897 / 51
met2: 2200 / 14.6 / 54 / 42
met3: 289 / 2.81 / 8 / 5.5
met4: 82 / 1.66 / 0 / 1.6
met5: 0 / 0 / - / 0
-- cell families after synthesis --
group	count (synthesis)	share of synthesized area, %
simple gates	106	22.5
flops	96	58.6
xor+xnor	60	16.0
fa+ha+maj	2	0.763
buf+inv	12	2.06
-- per-stage QoR --
| stage | setup slack (ns) | hold slack (ns) | std cells |
|---|---|---|---|
| 5_1_grt | 2.47 | 0.458 | 489 |
| 2_1_floorplan | 3.16 | 0.391 | 276 |
| 6_report | 2.55 | 0.431 | 489 |
| 3_3_place_gp | 2.92 | 0.412 | 473 |
| 3_5_place_dp | 2.87 | 0.416 | 473 |
| 4_1_cts | 2.52 | 0.437 | 489 |
Power and IR drop assume default switching activity.
